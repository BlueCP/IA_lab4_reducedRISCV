<file path="run.sh">
#!/bin/bash
# OpenROAD 26Q1-2900-gdf79404cd8, Yosys 0.63+post, stock flow scripts
make -C /OpenROAD-flow-scripts/flow DESIGN_CONFIG=/design/flow/config.mk WORK_HOME=/design/flow/orfs finish
</file>
<file path="config.mk">
export PLATFORM = sky130hd
export DESIGN_NAME = register
export DESIGN_NICKNAME = register
export VERILOG_FILES = /design/flow/design.v
export SDC_FILE = /design/flow/constraint.sdc
export NUM_CORES = 4
export LEC_CHECK = 1
export CORE_UTILIZATION = 30
</file>
<file path="constraint.sdc">
current_design register

set clk_period 8.5
set clk_io_pct 0.2

create_clock -name clk0 -period $clk_period [get_ports {clk}]

set non_clock_inputs [all_inputs -no_clocks]
set_input_delay [expr $clk_period * $clk_io_pct] -clock clk0 $non_clock_inputs
set_output_delay [expr $clk_period * $clk_io_pct] -clock clk0 [all_outputs]
</file>
<file path="design.v">
module register #(
    parameter ADDRESS_WIDTH = 5,
    parameter DATA_WIDTH = 32
) (
    input logic clk,
    input logic [4:0] rs1, rs2, rd,
    input logic WE3,
    input logic [DATA_WIDTH-1:0] WD3,
    output logic [DATA_WIDTH-1:0] RD1,
    output logic [DATA_WIDTH-1:0] RD2,
    output logic [DATA_WIDTH-1:0] a0
);
logic [DATA_WIDTH-1:0] reg_array [2**ADDRESS_WIDTH-1:0];
always_comb begin
    RD1 = reg_array [rs1];
    RD2 = reg_array[rs2];
    a0 = reg_array[10];  
end
always_ff @(posedge clk) begin
    if (WE3) reg_array[rd] <= WD3;
end
endmodule
</file>
==> results.toml <==
# implementation run metrics
[layout]
layout-drive-gt1-share_pct = 9.20
top_regs = "reg_array: 1024 flops"
fillCellCount = 15200
syn2layout_area_growth_pct = 15.0
largest_reg_flops = 1024
top_register = "reg_array"

[logic_synthesis]
ys_seq_share_pct = 63.0
syn_inst = 3386
ys_top_cells_by_count = "edfxtp_1, mux2i_1, nand2_1"
ys_area_sq_um = 48800
netlist_area_sq_um = 48800
ys.flops = 1024
syn_area_per_cell_sq_um = 14.4
yosys-top-cells-area = "edfxtp_1, mux2i_1, a22oi_1"
top_area_share_pct = 63.0
async_flop_share_pct = 0
yosys.area.top_type = "edfxtp_1"
synth.distinct_cells = 23
ys_cells = 3386
flop_cell = "edfxtp_1"
yosysWarnings = 1
synth-edff-count = 1024

[sta]
finalHoldViolCount = 0
relSlewSlack_pct = 37.8
finalSetupTns_ns = 0
setup_viol = 0
worstMarginPinSlew_ns = 0.931
drv_slew = 0
period_minus_slack_ns = 6.79
rsz0062_at_grt = "false"
max_freq_mhz = 147
finalCritPeriodShare_pct = 79.9

[drt]
drt-pass1-iter-count = 6
wl_um = 159000
drcViolationCount = 0
drt_iter0_drc = 2149
final_antenna_net_count = 0
post_drt_wl_per_cell_um = 27.6
vias_per_cell = 5.43
vias = 31300

[floorplanning]
boundaryPins = 145
fp_util_pct = 30.3
core_sq_um = 161000
rows = 147
die_area_sq_um = 164000
die_y_um = 405
die_x_um = 405

[min_path]
hold_path.class = "in2reg"
hold_start = "WD3[3]"
min_to = "reg_array[10][3]"
whs_path_depth = 2

[setup_path]
worst-setup-path-type = "in2out"
path_max_fanout = 45
start_kind = "input port"
cp.arrival_ns = 5.09
cp.required_ns = 6.80
cp-end-kind = "primary output"

[power_and_ir_drop]
combinationalPowerShare_pct = 9.4
p_int_mw = 8.51
seqPwrFrac_pct = 50.7
clkPwrFrac_pct = 39.9
powerDensity_nw_per_um2 = 198
p_total_mw = 11.1
p_sw_mw = 2.61
p_leak_nw = 20.2
swShare_pct = 23.5
peakVddDrop_mv = 0.163

[grt]
grt_use_total_pct = 20.2
grt.overflow.total = 0
grt_antenna_before_repair = 5
grt_pass1_vias = 32200
grt_max_degree = 94
grt_first_pass_wirelength_um = 225000

[clock_tree]
cts_buffers = 101
cts.clk_slew.worst_paths_ns = 0.06
clock_sinks = 1024
cts_tree = "built"
post_cts_resized = 0
cts_setup_buffers = 0
clock-root-buffer = "clkbuf_16"
ctsHoldBuffers = 0
cts_buffer_depth = 3
ctsHtreeMaxLevel = 3

[placement]
hpwl_um = 88600
gp_congestion = 0.871
place.port_buffers = 144

[flow_run]
warning_count = 26
cap_violations = 0

[run_status]
status = "complete, no violations"
## per-layer routing
metal / vias to the layer above / track usage [%] / share of wire (%)
met5: - / 0.357 / 0.033
met4: 8 / 6.03 / 3.7
met3: 320 / 11.7 / 14
met2: 1756 / 31.6 / 47
met1: 15500 / 23.9 / 35
li1: 13600 / - / -
## cell families (layout without fill, tap and decap cells)
kind of cell,Yosys count,in the layout,share of synthesized area (%)
and+or+nand+nor,509,509,4.71
other,0,4,0
DFF,1024,1024,63.0
AOI/OAI and AO/OA,576,576,8.04
buffers and inverters,253,463,3.21
muxes,1024,1024,21.0
## through the flow
stage	setup WS, ns	hold slack, ns	cells	instance area, sq um	utilization [%]
2_1_floorplan	4.04	1.80	3386	48800	-
3_3_place_gp	1.75	2.50	5569	52900	32.9
3_5_place_dp	1.75	2.50	5569	52900	32.9
4_1_cts	1.73	1.79	5756	56100	34.9
5_1_grt	1.57	1.84	5756	56100	34.9
6_report	1.71	1.82	5760	56100	34.9
## area by class of cell
class	count	area, sq um	share of cell area (%)
clock buffers	126	2710	4.82
well taps	2160	2700	4.81
clock inverters	61	527	0.938
diodes	4	10.0	0.0178
flip-flops and latches	1024	30700	54.8
repair buffers	276	2660	4.73
multi-input cells	2109	16800	29.9
## cell usage in the layout (no fill, tap or decap), types with 4 or more instances in the layout
cell             count
buf_12              17
clkinv_2            22
nor2b_4              4
a31oi_1             64
a21oi_1            192
edfxtp_1          1024
a22oi_1            192
clkbuf_16          105
a22o_1             128
buf_4              115
clkinvlp_4           5
nand3_1            194
diode_2              4
mux2i_1           1024
clkinv_1            20
clkdlybuf4s50_1    142
nand2_1            193
nand3b_1             5
nor3_1              64
bufinv_16            8
nand2b_2             4
nor2_4              34
clkbuf_1            21
## power groups by stage
stage | Combinational, mW | Clock (mW) | Sequential (mW)
final | 1.05 | 4.43 | 5.64
after global routing | 1.11 | 4.68 | 5.65
after CTS | 1.04 | 4.49 | 5.64
## worst max-delay path by stage
stage,end,slack [ns],cells past startpoint,from
4_1_cts,RD2[23],1.73,8,rs2[2]
5_1_grt,RD2[12],1.57,8,rs2[2]
6_report,RD2[23],1.71,8,rs2[2]
## worst max-delay path, cell delays in order
cell,delay (ns)
clkdlybuf4s50_1,0.77
and2_4,0.77
buf_4,0.45
a22o_1,0.18
nor3_1,0.05
a31oi_1,0.28
nand3_1,0.31
clkdlybuf4s50_1,0.50
Power figures rest on the tool's default switching activity, not on a simulated workload.
