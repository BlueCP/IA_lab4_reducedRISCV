## flow/config.mk

```make
export PLATFORM = sky130hd
export DESIGN_NAME = top_PC
export DESIGN_NICKNAME = top_PC
export VERILOG_FILES = /design/flow/design.v
export SDC_FILE = /design/flow/constraint.sdc
export NUM_CORES = 4
export LEC_CHECK = 1
export CORE_UTILIZATION = 30
```

## flow/constraint.sdc

```tcl
current_design top_PC

set clk_period 10.9
set clk_io_pct 0.2

create_clock -name clk0 -period $clk_period [get_ports {clk}]

set non_clock_inputs [all_inputs -no_clocks]
set_input_delay [expr $clk_period * $clk_io_pct] -clock clk0 $non_clock_inputs
set_output_delay [expr $clk_period * $clk_io_pct] -clock clk0 [all_outputs]
```

## flow/design.v

```verilog
module PC_Reg #(
    parameter DATA_LENGTH = 32
) (
    input logic clk,
    input logic rst,
    input logic [DATA_LENGTH-1:0] next_PC,
    output logic [DATA_LENGTH-1:0] PC
);
always_ff @(posedge clk)begin
    if (rst) PC <= 0;
    else PC <= next_PC;
end
endmodule
module adder #(
    parameter DATA_LENGTH = 32
) (
   input logic [DATA_LENGTH-1:0] in,
   input logic [DATA_LENGTH-1:0] N,
   output logic [DATA_LENGTH-1:0] out 
);
assign out = in + N;
endmodule
module mux_2 #(
    parameter WIDTH = 32
) (
    input logic [WIDTH-1:0] d_0,
    input logic [WIDTH-1:0] d_1,
    input logic s,
    output logic [WIDTH-1:0] dout
);
assign dout = s ? d_1 : d_0;
endmodule
module  top_PC #(
    parameter ADDRESS_WIDTH = 32
) (
    input logic clk,
    input logic rst,
    input logic [ADDRESS_WIDTH-1:0] ImmOp,
    input logic PCsrc,
    output logic [ADDRESS_WIDTH-1:0] PC
);
logic [ADDRESS_WIDTH-1:0] inc_PC;
logic [ADDRESS_WIDTH-1:0] next_PC;
logic [ADDRESS_WIDTH-1:0] branch_PC;
adder add_op(
    .in(PC),
    .N(ImmOp << 1),  
    .out(branch_PC)
);
adder add_inc(
    .in(PC),
    .N(32'd4),
    .out(inc_PC)
);
mux_2 mux(
    .d_0(inc_PC),
    .d_1(branch_PC),
    .s(PCsrc),
    .dout(next_PC)
);
PC_Reg PC_Reg(
    .clk(clk),
    .rst(rst),
    .next_PC(next_PC),
    .PC(PC)
);
endmodule
```

## flow/run.sh

```bash
#!/bin/bash
# OpenROAD 26Q1-2900-gdf79404cd8, Yosys 0.63+post, stock flow scripts
make -C /OpenROAD-flow-scripts/flow DESIGN_CONFIG=/design/flow/config.mk WORK_HOME=/design/flow/orfs finish
```

==> Slide: Implementation Results <==
Implementation Results

Die
  – Fp_density: 0.307
  – Core Area: 0.0108 mm²
  – Chip area: around 0.011 mm²
  – Die Y-Extent: between 100 and 150 µm
  – Chip width: 107 µm
  – FP Rows: 38
  – Ports: 67

Power and ir drop
  – Static Leak: 1.70 nW
  – Worst vdd ir: 54.9 µV
  – PwrDens: roughly 120 mW/mm²

CTS
  – Post-CTS Setup Inserts: 0
  – CTS Sinks: 31
  – Clk latency of the worst-skew pair: 0.29 ns
  – CTS tree: done
  – Hold-fix buffers, CTS: 0
  – Clk buf depth: 2
  – Post_cts resized: 0
  – Total CTS buffers: 5
  – Clock slew seen by the registers of the worst setup and hold paths: about 0.070 ns
  – Root Buffer Master: clkbuf_8
  – H-tree levels: 2

Final timing
  – Tightest Pin Transition: approximately 0.57 ns
  – RSZ-0062 raised after global routing: false
  – Peak Freq: 0.222 GHz
  – Slew margin rel.: 0.618
  – Clock Skew: approximately 0.0054 ns
  – Final Max Slew Viols: 0
  – Tmin final: roughly 4.5 ns
  – Final Setup Violations: 0
  – Final hold viol count: 0
  – Total Neg Setup Slack: 0 ns
  – Final Cycle Share: 0.413

GRT
  – Largest net degree at the start of global routing: 56
  – Initial antenna violation count: 0
  – Overflow after GRT: 0
  – Vias in the first global route: 3014
  – GRT Total Usage: 0.162
  – First-pass GRT wire length: between 10 and 15 mm

Logic synthesis
  – Ys Warns: 1
  – Syn Std Cell Area: 0.00332 mm²
  – Sequential element share of the synthesized area: 0.187
  – Synth Register Bits: 31
  – Top_reg_cell synth: dfxtp_1
  – Mean post-synth cell area: around 7.6 µm²
  – Ys cells: ~440
  – Cell variety after synth: 59
  – Post-synthesis async set-or-reset flop share: 0
  – Yosys stat area: roughly 0.0033 mm²
  – Count of library flops with an enable pin: 0
  – Cells after Synth: ~440

Critical path
  – Largest delay share family, worst path: AND-OR/OR-AND gates
  – CP required: 11.08 ns
  – Critical path data arrival time: around 4.7 ns
  – Crit-path max cell delay: ~0.43 ns
  – CP cell instances: clkdlybuf4s50_1, ha_1, a211oi_2, o21bai_1, a2111oi_4, o31ai_1, a21o_1, a211oi_2, mux2_1
  – Startpoint types: input port
  – Critical Path Sink Type: register
  – FF-to-FF setup slack: 8.36 ns
  – CP dominant cell by count: a211oi_2
  – CP Class: in -> reg
  – Bufs and invs on worst path: 1
  – Worst path slowest cell: clkdlybuf4s50_1
  – CP max FO: 7

Cells and area
  – Top Registers: PC_Reg.PC x31
  – Area Growth Syn to Fin: 25.4%
  – Fin util: 0.385
  – Layout cell share with drive strength beyond 1: 0.0469
  – Max FFs per register: 31
  – Biggest register: PC_Reg.PC
  – Fill count: between 1000 and 1500

Drt
  – DR iter-0 viols: roughly 120
  – Post-route antenna net violation count: 0
  – ANT cells: 0
  – DRC Markers: 0
  – Routed vias: approximately 3300
  – WL final: 9.00 mm
  – DR vias/cell: 5.18
  – DRT Pass-1 Iters: 4
  – Wire length per cell: between 10 and 15 µm

Hold path
  – HP Class: reg -> reg

Placed design
  – RD Place Congestion: 0.919
  – Hpwl dp: around 6.8 mm
  – Port Buffers: ~64

Run
  – OpenROAD warnings: 26
  – Max-cap violations: 0

Run status
  – Outcome: completed
Yosys cell counts, types with 14 or more instances:
cell type / number / share of area
and3_1: 16 / 0.030
clkbuf_1: 14 / 0.016
dfxtp_1: 31 / 0.19
ha_1: 31 / 0.12
nand3_1: 16 / 0.024
nor2_1: 51 / 0.058
a21oi_1: 39 / 0.059
a21o_1: 16 / 0.036
a211oi_1: 25 / 0.057
nand2_1: 34 / 0.038
xor2_1: 22 / 0.058
xnor2_1: 28 / 0.074
per-layer routing:
layer	vias up	routed length, µm	part of all wire	GRT usage
li1	1701	-	-	-
met1	1473	4540	0.50	0.249
met2	87	3990	0.44	0.253
met3	2	436	0.048	0.0192
met4	0	36	0.0040	0.0108
met5	-	0	0	0
path summary, 6_finish.rpt:
| kind | startpoint | endpoint | cells past startpoint |
|---|---|---|---|
| worst max-delay path | ImmOp[15] | PC_Reg.PC[31]$_SDFF_PP0_ | 9 |
| worst min-delay path | PC_Reg.PC[1]$_SDFFE_PP0P_ | PC_Reg.PC[1]$_SDFFE_PP0P_ | 2 |
| worst max register to register | PC_Reg.PC[16]$_SDFF_PP0_ | PC_Reg.PC[31]$_SDFF_PP0_ | 8 |
| worst min register to register | PC_Reg.PC[1]$_SDFFE_PP0P_ | PC_Reg.PC[1]$_SDFFE_PP0P_ | 2 |
placed cells by master, fill, tap and decap left out, types with 22 or more instances in the layout:
cell type / netlist / layout
xnor2_1: 28 / 28
clkdlybuf4s50_1: 0 / 63
ha_1: 31 / 31
xor2_1: 22 / 22
a21oi_1: 39 / 39
dfxtp_1: 31 / 31
nand2_1: 34 / 34
nor2_1: 51 / 51
a211oi_1: 25 / 25
where the power goes:
group | internal [W] | total [W] | switching [W]
clock network | 0.0000577 | 0.000105 | 0.0000469
registers | 0.000128 | 0.000149 | 0.0000205
logic | 0.000120 | 0.000238 | 0.000118
worst register-to-register path: stages (launching register included):
cell       delay [ns]
dfxtp_1          0.41
ha_1             0.34
a211oi_2         0.24
o21bai_1         0.14
a2111oi_4        0.39
o31ai_1          0.17
a21o_1           0.21
a211oi_2         0.20
mux2_1           0.33
final cells by class:
type                       instances  area [µm²]  area share
multi-input combinational        375        2570       0.619
timing repair buffer              66         651       0.156
sequential                        31         621       0.149
tap                              140         175      0.0421
clock buffer                       8         100      0.0241
inverter                          10        37.5     0.00903
cell families after synthesis:
group / synth area share
and+or+nand+nor: 0.236
AOI/OAI and AO/OA: 0.272
xor gates and xnor gates: 0.132
adders and majority gates: 0.123
DFF: 0.187
buffers and inverters: 0.0366
muxes: 0.0124
other: 0.00113
per-stage QoR:
stage	instances	worst slack (ns)	total power [W]	area, µm²	hold slack (ns)
6_report	630	6.39	0.000491	4160	0.530
3_5_place_dp	622	6.08	0.000387	4060	0.524
3_3_place_gp	622	6.07	0.000386	4060	0.509
2_1_floorplan	436	6.71	0.000310	3320	0.465
4_1_cts	630	6.39	0.000496	4160	0.541
5_1_grt	630	6.26	0.000530	4160	0.589
No activity file was given, so power comes from the tool's default toggle rates.
