===== /design/flow/run.sh =====
#!/bin/bash
# OpenROAD 26Q1-2900-gdf79404cd8, Yosys 0.63+post, stock flow scripts
make -C /OpenROAD-flow-scripts/flow DESIGN_CONFIG=/design/flow/config.mk WORK_HOME=/design/flow/orfs finish

===== /design/flow/config.mk =====
export PLATFORM = sky130hd
export DESIGN_NAME = mux
export DESIGN_NICKNAME = mux
export VERILOG_FILES = /design/flow/design.v
export SDC_FILE = /design/flow/constraint.sdc
export NUM_CORES = 4
export LEC_CHECK = 1
export CORE_AREA = 10 10 70 70
export DIE_AREA = 0 0 80 80

===== /design/flow/constraint.sdc =====
current_design mux

set clk_period 1.0
set clk_io_pct 0.2

create_clock -name clk0 -period $clk_period

set non_clock_inputs [all_inputs -no_clocks]
set_input_delay [expr $clk_period * $clk_io_pct] -clock clk0 $non_clock_inputs
set_output_delay [expr $clk_period * $clk_io_pct] -clock clk0 [all_outputs]

===== /design/flow/design.v =====
module mux#(
    parameter DATA_WIDTH = 32
)(
    input logic ALUsrc,
    input logic [DATA_WIDTH-1:0] regOp2,
    input logic [DATA_WIDTH-1:0] ImmOp,
    output logic [DATA_WIDTH-1:0] ALUop2
);
assign ALUop2 = ALUsrc ? ImmOp : regOp2;
endmodule

==> results.toml <==
# synthesis and place-and-route metrics
[final_timing]
period_minus_slack_ps = 1092
holdWs_ps = 794.6
finalCritPeriodShare_pct = 109.2
fin_tns_setup_ps = -2605
setup_ws_ps = -92.45
finalHoldViolations = 0
tightest_slew_ps = 67.90
slew_headroom_pct = 95.47
finalMaxSlewViolations = 0
rsz0062_at_grt = "true"
clock.fmax_ghz = 0.9154
setup_violations = 32

[grt]
grt_pass1_wl_um = 4347
grtUsageMet1_pct = 9.822
gr-max-usage-layer = "met2"
antenna_found_initial = 0
grt_max_degree = 7
grt_pass1_vias = 762
track_usage_pct = 8.335
grt_util_met3_pct = 3.182
grtUsageMet2_pct = 14.77
overflow = 0

[pwr]
p_int_uw = 490.3
powerDensity_nw_per_um2 = 398.1
switching_share_pct = 22.37
pwr-share-comb_pct = 100.0
switching_power_uw = 141.3
p_clk_share_pct = 0
ir_drop_uv = 163.8
power_uw = 631.6
seq_power_share_pct = 0
p_leak_uw = 0.0008583

[floorplan]
coreArea_sq_um = 3416
fp_util_pct = 15.93
die_h_um = 80
ios = 97
num_rows = 21
die_w_um = 80
die-area_sq_um = 6400

[routing]
dr.pass1.iters = 2
dr.first_iter.drc_count = 7
vias = 693
routed_wl_um = 2883
final_antenna_net_count = 0
drc = 0
via_per_inst = 3.829
wl_per_cell_um = 15.93
diodes = 0

[cells_and_area]
nFlopsAndLatches = 0
seqCellArea_sq_um = 0
area_growth_pct = 191.5
final_cells = 181
clkbuf_count = 0
drive_above_1_share_pct = 52.59

[worst_setup_path]
cp_max_fo = 6
startpoint_type = "input port"
crit_required_ps = 800
crit_end = "ALUop2[28]"
crit_arrival_ps = 890
endpoint_kind = "output port"
worstSetupStartpoint = "ALUsrc"
path_class = "input port to output port"

[place]
gp_congestion = 0.7701
dp_slack_ps = -502.1
port_buffers = 97
hpwlAfterDp_um = 2420
dp.cells = 177

[synthesis]
ys_cells = 36
synth_top_area_share_pct = 82.76
syn-mean-instance-area_sq_um = 15.12
top_cell = "mux2_4"
ys_area_sq_um = 544.3
topCellsByArea = "mux2_4, buf_12, mux2_2, buf_6"
synth_top_cell_by_area = "mux2_4"
netlist_area_sq_um = 544.3
yosysUniqueCellTypes = 4
ys_warn_count = 0
common_cells = "mux2_4, buf_12, mux2_2"
ys_seq_share_pct = 0
synth_cells = 36

[flow_run]
max_cap_violations = 0
warnings = 34

[min_path]
hold_start = "ImmOp[25]"
min_path_type = "input port to output port"

[status]
status = "finished, violations left"
violations = "setup timing"
==> per-stage QoR <==
step	util [%]	instance area [sq um]
after floorplan	-	544.3
after global placement	44.62	1524
after detailed placement	44.62	1524
after CTS	45.13	1541
after global routing	46.45	1587
final	46.45	1587
==> routing by layer <==
layer / up-vias / share of wire [%] / routed length [um]
met4: 0 / 0 / 0
li1: 340 / - / -
met1: 302 / 40 / 1154
met3: 0 / 10 / 299
met2: 51 / 50 / 1429
met5: - / 0 / 0
==> critical path, cell delays in order <==
cell	delay (ps)
buf_16	130
buf_16	150
mux2_4	300
buf_6	110
==> how the worst min path moves through the flow <==
stage / cells past startpoint / endpoint / slack (ps)
final: 3 / ALUop2[25] / 790
after global routing: 3 / ALUop2[12] / 810
after CTS: 3 / ALUop2[30] / 800
==> cell families (layout without fill, tap and decap cells) <==
family	after synthesis	count (layout)	synth area share [%]
buffers and inverters	4	103	13.10
muxes	32	32	86.90
==> timing repair <==
item,4_1_cts,5_1_grt
hold endpoints to repair,0,0
setup endpoints to repair,32,32
gates cloned,4,0
hold buffers,0,0
buffers inserted,0,0
gates resized,191,7
==> power by group through the flow <==
stage	registers, uW	logic (uW)	clock network, uW
after CTS	0	617	0
final	0	632	0
after global routing	0	676	0
==> cell type report <==
class / instances / area, sq um
multi-input cells: 32 / 480.5
well taps: 46 / 57.56
fillers: 336 / 1829
repair buffers: 103 / 1049
==> cells in the final DEF, fill, tap and decap left out <==
cell type      netlist  routed
buf_16               0       5
buf_2                0       8
buf_12               3       2
dlygate4sd2_1        0      64
mux2_4              30      32
buf_6                1      24
Power figures rest on the tool's default switching activity, not on a simulated workload.
